`flow/design.v`:
```
module matrix(input logic 			clk, reset,
				  input logic 	[2:0] RGB1bus,RGB2bus,
				  output logic [2:0] RGB1, RGB2, 
				  output logic [3:0] rowD,
				  output logic 		LAT,OE);
	logic [4:0] counter;
	always_ff @ (negedge clk, posedge reset)
		if (reset) begin
			counter <= 0;
			RGB1 <= 0;
			RGB2 <= 0;
			rowD <= 0;
		end else begin  
			counter <= counter + 1'b1; 
			RGB1 <= RGB1bus;
			RGB2 <= RGB2bus;
			if (&counter)		rowD <= rowD + 1'b1;  
			else						rowD <= rowD;
		end
	always_ff @(negedge clk)
		if (&counter) begin  
			LAT <= 1;
			OE <= 1;
		end else if (counter ==0 )  
			LAT <= 0;
		else if(counter == 1)  
			OE <= 0; 
endmodule 
```
`flow/run.sh`:
```
#!/bin/bash
# OpenROAD 26Q1-2900-gdf79404cd8, Yosys 0.63+post, stock flow scripts
make -C /OpenROAD-flow-scripts/flow DESIGN_CONFIG=/design/flow/config.mk WORK_HOME=/design/flow/orfs finish
```
`flow/config.mk`:
```
export PLATFORM = sky130hd
export DESIGN_NAME = matrix
export DESIGN_NICKNAME = matrix
export VERILOG_FILES = /design/flow/design.v
export SDC_FILE = /design/flow/constraint.sdc
export NUM_CORES = 4
export LEC_CHECK = 1
export CORE_AREA = 10 10 89 89
export DIE_AREA = 0 0 99 99
```
`flow/constraint.sdc`:
```
current_design matrix

set clk_period 1.7
set clk_io_pct 0.2

create_clock -name clk0 -period $clk_period [get_ports {clk}]

set non_clock_inputs [all_inputs -no_clocks]
set_input_delay [expr $clk_period * $clk_io_pct] -clock clk0 $non_clock_inputs
set_output_delay [expr $clk_period * $clk_io_pct] -clock clk0 [all_outputs]
```
==> flow_metrics.tcl <==
# collected from the flow reports
set metrics [dict create \
    violations "negative setup slack" \
    hp-start "counter[3]$_DFF_NP0_" \
    fin_setup_tns_ps -2710 \
    ys_seq_share_pct 67.1 \
    crit_family "flip-flops" \
    synth_flops 17 \
    drv_slew 0 \
    syn_avg_cell_area_sq_um 14.1 \
    antenna_found_initial 0 \
    timing.final.ws_setup_ps -250 \
    slowest_delay_ps 400 \
    critPathRequiredTime_ps 1360 \
    timing.rr.start "counter[1]$_DFF_NP0_" \
    top_cell_area_share_pct 60.6 \
    cts-hold-fix-buffers 0 \
    die_h_um 99 \
    lay_top_cells "15 x dfrtn_1, 12 x buf_2, 8 x buf_4" \
    core_sq_mm 0.00599 \
    r2r-end "rowD[1]$_DFFE_NP0P_" \
    synth.distinct_cells 17 \
    yosys_area_sq_um 619 \
    layout_top_cell "dfrtn_1" \
    met3WireLength_um 159 \
    cts_tree "yes" \
    pin_count 20 \
    grt_pass1_vias 460 \
    rr_worst_depth 4 \
    wl_mm 1.29 \
    status "finished, violations left" \
    area_leaders "dfrtn_1 61%, ha_1 10%, dfxtp_1 6.5%" \
    whs_path_depth 1 \
    drt-met1-wl_um 645 \
    powerDensity_mw_per_mm2 784 \
    clk_path_buf_depth 2 \
    grt_remaining_overflow 0 \
    dp_hpwl_mm 1.07 \
    drcViolationCount 0 \
    topRoutingLayerUsed "met3" \
    grt_max_degree 16 \
    avgViaCountPerCell 2.69 \
    fin_skew_ps 48.1 \
    p_leak_nw 0.459 \
    drtIter0Drc 14 \
    startpoint_type "flop" \
    setup_viol_count_final 12 \
    warning_count 31 \
    tightest_slew_ps 288 \
    yosys_cells 44 \
    slowest_stage "dfrtn_1" \
    path_cells "buf_2" \
    reg2reg_slack_ps 130 \
    min_to "counter[3]$_DFF_NP0_" \
    vias 406 \
    grt_pass1_wl_mm 2.28 \
    rsz0062_at_grt "yes" \
    fp_util_pct 10.3 \
    grt_usage_pct 2.87 \
    routed-wl-met2_um 479 \
    diodes 0 \
    cts_buffers 3 \
    cp.buffers_inverters 1 \
    maxCapViolCount 0 \
    cts_root_buffer "clkbuf_8" \
    clk_latency_ps 310 \
    drt_first_pass_iters 2 \
    max_slew_margin_pct 80.8 \
    top_area_cell "dfrtn_1" \
    clk_pin_slew_worst_paths_ps 50 \
    timing.hold.worst.class "reg -> reg" \
    io_buffers 19 \
    cts_max_level 1 \
    die_width_um 99 \
    ir_drop_uv 300 \
    nFillCells 646 \
    yosysWarnings 1 \
    area_growth_pct 55.6 \
    netlist_area_sq_um 619 \
    dieArea_sq_mm 0.00980 \
    path_max_fanout 2 \
    antenna_left 0 \
    rows 28 \
    arrival_ps 1610 \
    drive_gt1_share_pct 36.8 \
    clkSinkCount 17 \
    gp_congestion 0.698 \
    worstSetupEndpointType "output pin" \
    final_core_util_pct 16.1 \
    criticalPathCategory "reg -> out" \
    synthCells 44 \
    finalHoldViolCount 0 \
    post_drt_wl_per_cell_um 8.51 \
]
-- sequential cells by signal (all words and copies together) (netlist names) --
register,count
counter,5
rowD,4
RGB1,3
RGB2,3
LAT,1
OE,1
-- synth_stat cells --
master and number:
a21oi_1 1, a31oi_1 1, and3_1 1, buf_6 1
dfrtn_1 15, dfxtp_1 2, ha_1 5, inv_1 5
mux2_4 1, nand2_1 1, nand3_1 1, nand4_1 1
nor2_1 2, nor3_1 1, nor3b_1 1, xnor2_1 3
xor2_1 2
-- routing by layer --
metal,GRT usage [%],vias to the layer above
met4,0.221,0
li1,-,204
met3,1.90,0
met1,3.95,185
met5,0,-
met2,3.76,17
-- worst max path at each step --
stage | start | endpoint | cells past startpoint
CTS | rowD[1]$_DFFE_NP0P_ | rowD[1] | 1
global route | rowD[3]$_DFFE_NP0P_ | rowD[3] | 1
finish | rowD[1]$_DFFE_NP0P_ | rowD[1] | 1
-- metrics by stage --
stage	instance area (sq um)	std cells	hold slack [ps]	worst slack (ps)	power [mW]
after floorplan	619	44	357	97.4	0.437
after global placement	957	144	432	-355	0.476
after detailed placement	957	144	443	-363	0.476
after CTS	963	151	447	-265	0.772
after global routing	963	151	492	-311	0.805
final	963	151	439	-250	0.755
-- final cells by class --
type | count | area, sq um | share of cell area (%)
clock buffers | 3 | 41.3 | 4.29
clock inverters | 3 | 11.3 | 1.17
inverters | 4 | 15.0 | 1.56
multi-input cells | 21 | 174 | 18.1
flip-flops and latches | 17 | 418 | 43.4
well taps | 75 | 93.8 | 9.74
repair buffers | 28 | 210 | 21.8
-- repair_timing --
action | 4_1_cts | 5_1_grt
gates resized | 38 | 0
endpoints found under the setup margin | 12 | 12
buffers inserted | 2 | 0
-- power breakdown --
part | internal, mW | switching (mW) | total (mW) | leakage [nW]
Clock | 0.167 | 0.139 | 0.306 | 0.0365
Sequential | 0.414 | 0.00149 | 0.415 | 0.203
Combinational | 0.0232 | 0.0108 | 0.0341 | 0.220
Total | 0.604 | 0.151 | 0.755 | 0.459
-- logic make-up after synthesis --
kind of cell	after synthesis	synth area share, %
flops	17	67.1
simple gates	8	6.67
buf+inv	6	4.85
compound gates	2	1.82
mux	1	2.42
xor+xnor	5	7.07
fa+ha+maj	5	10.1
Power and IR drop assume default switching activity.
