## flow/design.v

```verilog
module spi_pi_fpga(input logic		sck,			 
					    input logic		mosi,			 
					    output logic		miso,			 
					    input logic		reset,		 
					    input logic     [7:0]d, 		 
					    output logic    [7:0]q,
						 output logic [2:0] cnt);		 
	logic qdelayed;
	always_ff@(negedge sck, posedge reset)
		if(reset) cnt = 0;
		else		 cnt = cnt + 3'b1;
	always_ff@(posedge sck)
		q <= (cnt == 0) ? {d[6:0], mosi} : {q[6:0], mosi};
	always_ff@(negedge sck)
		qdelayed = q[7];
	assign miso = (cnt == 0) ? d[7]: qdelayed;
endmodule
```

## flow/run.sh

```bash
#!/bin/bash
# OpenROAD 26Q1-2900-gdf79404cd8, Yosys 0.63+post, stock flow scripts
make -C /OpenROAD-flow-scripts/flow DESIGN_CONFIG=/design/flow/config.mk WORK_HOME=/design/flow/orfs finish
```

## flow/config.mk

```make
export PLATFORM = sky130hd
export DESIGN_NAME = spi_pi_fpga
export DESIGN_NICKNAME = spi_pi_fpga
export VERILOG_FILES = /design/flow/design.v
export SDC_FILE = /design/flow/constraint.sdc
export NUM_CORES = 4
export LEC_CHECK = 1
export CORE_AREA = 10 10 70 70
export DIE_AREA = 0 0 80 80
```

## flow/constraint.sdc

```tcl
current_design spi_pi_fpga

set clk_period 2.1
set clk_io_pct 0.2

create_clock -name clk0 -period $clk_period [get_ports {sck}]

set non_clock_inputs [all_inputs -no_clocks]
set_input_delay [expr $clk_period * $clk_io_pct] -clock clk0 $non_clock_inputs
set_output_delay [expr $clk_period * $clk_io_pct] -clock clk0 [all_outputs]
```

==> results_slide.txt <==
Implementation Results

Run status
  • Status: finished, violations left
  • Failing checks: negative setup slack

Placed design
  • RD Place Congestion: 0.665
  • Port bufs: 22
  • Placed cell area: 733 µm²
  • # placed instances: 98
  • Hpwl dp: 799 µm

Global routing
  • GRT overflow: 0
  • Initial antenna violation count: 0
  • First-pass GRT wire length: 1650 µm
  • Largest net degree at the start of global routing: 8
  • Number of global-route vias before repair: 353
  • Total Routing Usage GR: 0.0321

Flow run
  • Tool Warnings: 30
  • MaxCap Viol Count: 0

CTS
  • CTS tree: yes
  • CTS hold repair buffers: 0
  • Clk Latency, worst-skew pair: 320 ps
  • H-tree depth: 1
  • Clock Sinks: 12
  • Clock buffer depth: 2
  • Clock Pin Slew Worst Setup and Hold Paths: 50 ps
  • Root Buffer: clkbuf_4
  • Inserted Clock Buffers: 3

Routing
  • Via Count: 313
  • Post-detailed-route DRC marker count: 0
  • Iteration count of the initial detailed-routing pass: 2
  • Starting DRC count in detailed routing: 8
  • WL final: 1010 µm
  • Ant. Diodes: 0
  • Wire per inst: 9.47 µm
  • Post-detailed-route count of antenna-violating nets: 0
  • Via/cell ratio: 2.93

Final layout
  • Layout area overhead: 87.8%
  • Layout cells sized above 1: 0.393
  • Core Util, Final: 0.243
  • Comb area: 180 µm²
  • Most frequent logic cell in the layout: clkdlybuf4s50_1
  • Fin area: 830 µm²
  • Top cells excl fill/tap: clkdlybuf4s50_1, dfxtp_1, mux2_4, buf_4
  • Storage element area: 255 µm²
  • Non-filler instance count after layout: 107
  • Number of fill cells in the layout: 376

Synthesis
  • Chip Area, Yosys: 442 µm²
  • Syn_area_per_cell: 15.2 µm²
  • Synthesized cell area: 442 µm²
  • Post-synthesis cell count: 29
  • Synth Seq Share: 0.578
  • Synth warnings: 1
  • Ys cells: 29
  • Seq cells post-synth: 12
  • Count of cell types in the netlist: 8

Timing
  • Setup WS post-layout: -803 ps
  • Finish-stage setup viols: 11
  • Fin. max-slew vios: 0
  • Setup TNS: -4580 ps
  • RSZ-0062 raised after global routing: true
  • Worst slew pin tran: 124 ps
  • Slew margin rel.: 0.917
  • Final Hold Fails: 0
  • Worst Skew: 54.5 ps

Floorplan
  • CORE AREA: 3420 µm²
  • IO Pins: 23
  • Die height: 80 µm
  • Die ar.: 6400 µm²
  • Initial Util: 0.129
  • Row Count: 21
  • DIE WIDTH: 80 µm

Setup path
  • Setup CP Type: flop to output port
  • Crit start category: flop
  • Setup crit end kind: output port
  • CP arrival: 2480 ps
  • CP Max Fanout: 2
  • CP peak stage delay: 440 ps
  • Crit path buf inv count: 2
  • Slowest cell on the critical path: dfrtn_1
  • Cell family with most CP delay: flip-flops
  • Worst-path cell chain: inv_2, ha_4, nor2b_4, mux2_4, buf_6
  • Crit path DRT: 1680 ps

Power
  • Peak VDD IR: 0.000343 V
  • Static Leakage: 0.404 nW
  • Pwr dens: 568 nW/µm²
  • Design Power: 471 µW

Hold path
  • Hold Crit Class: flop to flop
final timing paths:
check,from,endpoint,slack (ps),cells past startpoint
setup / recovery,cnt[0],miso,-800,5
hold / removal,cnt[0],cnt[0],460,2
setup reg to reg,cnt[0],q[2],-380,6
hold reg to reg,cnt[0],cnt[0],460,2
max in group asynchronous,reset,cnt[2],700,2
min in group asynchronous,reset,cnt[1],1250,2
synthesized netlist by cell type:
cell type,n,share of area
buf_6,1,0.025
ha_1,2,0.057
xor2_1,1,0.020
dfrtn_1,3,0.17
dfxtp_1,9,0.41
mux2_4,8,0.27
nor2b_1,1,0.014
inv_1,4,0.034
worst min-delay path, cell delays in order (launching register included):
cell and delay, ps:
dfrtn_1 360, inv_2 80, buf_4 100
sequential cells by signal, indices dropped and copies added (netlist names):
register	cells
cnt	3
q	8
qdelayed	1
cell families after synthesis:
kind of cell             after synthesis  share of synthesized area
buffers and inverters                  5                     0.0595
adder cells (fa/ha/maj)                2                     0.0566
flip-flops                            12                      0.578
multiplexers                           8                      0.272
XOR/XNOR                               1                     0.0198
AND/OR/NAND/NOR                        1                     0.0142
cell type report:
cell class	instances	area share
sequential	12	0.308
tap	46	0.0694
clock buffer	4	0.0437
timing repair buffer	29	0.344
multi-input combinational	12	0.217
clock inverter	1	0.00452
inverter	3	0.0136
stage by stage:
step / hold WS (ps) / setup slack [ps]
after floorplan: 322 / -484
after global placement: 352 / -824
after detailed placement: 359 / -825
after CTS: 336 / -813
after global routing: 481 / -860
final: 458 / -803
report_power, final:
part | internal, mW | switching, mW
clock | 0.108 | 0.0751
sequential | 0.238 | 0.00399
combinational | 0.0404 | 0.00632
metal layers:
layer / GRT usage / vias to the layer above / routed length, µm
li1: - / 156 / -
met1: 0.0331 / 144 / 389
met2: 0.0498 / 13 / 483
met3: 0.0295 / 0 / 140
met4: 0.00176 / 0 / 0
met5: 0 / - / 0
what timing repair did:
item                                    CTS  global route
resized                                  11             5
pin swaps                                 1             1
endpoints found under the setup margin   11            11
setup buffers                             3             3
Power and IR drop assume default switching activity.
