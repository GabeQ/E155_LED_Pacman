[flow/run.sh]
#!/bin/bash
# OpenROAD 26Q1-2900-gdf79404cd8, Yosys 0.63+post, stock flow scripts
make -C /OpenROAD-flow-scripts/flow DESIGN_CONFIG=/design/flow/config.mk WORK_HOME=/design/flow/orfs finish
[flow/config.mk]
export PLATFORM = sky130hd
export DESIGN_NAME = mem
export DESIGN_NICKNAME = mem
export VERILOG_FILES = /design/flow/design.v
export SDC_FILE = /design/flow/constraint.sdc
export NUM_CORES = 4
export LEC_CHECK = 1
export CORE_UTILIZATION = 50
[flow/constraint.sdc]
current_design mem

set clk_period 18.5
set clk_io_pct 0.2

create_clock -name clk0 -period $clk_period [get_ports {clk}]

set non_clock_inputs [all_inputs -no_clocks]
set_input_delay [expr $clk_period * $clk_io_pct] -clock clk0 $non_clock_inputs
set_output_delay [expr $clk_period * $clk_io_pct] -clock clk0 [all_outputs]
[flow/design.v]
module mem(	input logic clk, we, fastclock,
				input logic [8:0] adr, 
				input logic [5:0] wd,
				output logic [5:0] rd,
				input logic donesending);
	logic [5:0] mem [511:0]; 
	logic [5:0] mem2 [511:0];
	logic [8:0] adr2;
	always@(negedge clk)
		begin  
				rd <= mem[adr]; 
			if (we) mem[adr] <= wd;
		end
endmodule 
==> flow_summary.ini <==
; implementation run metrics
[status]
status = finished, final reports clean

[cts]
clockRootBuffer = clkbuf_16
cts_num_sinks = 3078
clockBufferDepth = 4
cts_tree = yes
clkTransAtPathRegs_ns = 0.03
cts_buffers = 340
clock.latency.late_pin_ns = 0.92
hold_buffers = 0
h-tree-depth = 5
cts_resized = 0
cts_setup_buffers = 0

[final_timing]
fin_worst_skew_ns = 0.0447
rsz0062_at_grt = false
worst_pin_slew_ns = 0.957
drv_slew = 0
setup_tns_ns = 0
setup_violations = 0
max_slew_margin_pct = 36.2
hold_violations = 0
holdWs_ns = 0.878

[worst_setup_path]
crit_buf_inv = 2
cp-end-kind = flip-flop
startpoint = adr[8]
crit_type = primary input to flip-flop
timing.rr.end = rd[3]
crit_path_max_fanout = 14
r2r-start = mem[242][3]
slowest_delay_ns = 0.94
cpMaxStageDelayCell = clkdlybuf4s50_1
crit_cells = 9
crit_end = rd[2]
rr_worst_depth = 7
cpLargestDelayFamily = simple AND/OR/NAND/NOR gates
cp-start-kind = primary input
cp.arrival_ns = 7.97
rrSetupSlack_ns = 15.13
cp_cell_sequence = clkdlybuf4s50_1, and3b_1, and2_1, a221oi_1, o21ai_0, buf_4, a2111o_1, nor4_1, nand4_1
required_ns = 10.01

[logic_synthesis]
synthCells = 5903
synth-main-ff-cell = edfxtp_1
ys_seq_share_pct = 76.8
ys_cells = 5903
yosysWarnings = 1
synth_cell_type_count = 69
ys_async_sr_fraction_pct = 0
synth_flops = 3078
synth_area_um2 = 120000
avgSynthCellArea_um2 = 20.4
ys_area_um2 = 120000
synth-edff-count = 3072

[finish]
drive_gt1_share_pct = 15.2
nFillCells = 16600
final_util_pct = 61.5
ff_latch_area_um2 = 92400
layout.area.comb_um2 = 26000
syn_to_final_growth_pct = 21.9

[pwr]
p_per_area_nw_per_um2 = 119
vdd_drop_max_uv = 88.4
p_leak_nw = 58.7

[placement]
dpl.hpwl_um = 186000
gp_congestion = 0.897
io_buffers = 22

[global_route]
grt_max_degree = 142
grt_pass1_wl_um = 466000
grt-ovfl-total = 0
grt_usage_pct = 30.2
grt_antenna_before_repair = 8
grt_pass1_vias = 79800

[run]
warnings = 1053
maxCapViolations = 0

[die]
die_h_um = 492
fp_util_pct = 50.4
fp.dieW_um = 492
dieArea_um2 = 243000
row_count = 179
core_area_um2 = 239000
io_pins = 25

[detailed_routing]
drt_first_pass_iters = 5
route.antenna.remaining_nets = 0
wl_um = 316000
route.vias.total = 68800
via_per_inst = 5.48
drtIter0Drc = 4228
wl_per_cell_um = 25.2
post-route-drc-count = 0

[hold_path]
hp-class = flip-flop to flip-flop
worstHoldPathCells = 4
hold_start = mem[307][4]
flip-flops by register name (all words and copies together), names as in the netlist:
signal / flops
mem: 3072
rd: 6
cell families after synthesis:
family,Yosys count,share of synthesized area (%)
multiplexers,1008,15.2
buffers and inverters,393,1.79
AND/OR/NAND/NOR,924,3.29
flip-flops,3078,76.8
AND-OR/OR-AND,500,2.93
Yosys cell counts (all sizes together), types with 30 or more instances:
library cell / n / area [um^2]
a21oi: 69 / 345
a221oi: 49 / 435
a22oi: 105 / 788
a31oi: 33 / 206
buf: 252 / 1630
clkbuf: 138 / 518
edfxtp: 3072 / 92200
mux2: 40 / 450
mux2i: 318 / 3180
mux4: 650 / 14600
nand2: 149 / 559
nand3: 59 / 295
nor2: 564 / 2120
nor3: 30 / 150
o21ai: 64 / 320
o22ai: 63 / 394
worst min path at each step:
| stage | to |
|---|---|
| 5_1_grt | rd[2] |
| 6_report | rd[4] |
| 4_1_cts | rd[4] |
through the flow:
stage / setup WS [ns] / instances / total power (W) / area [um^2]
5_1_grt: 2.08 / 12500 / 0.0186 / 147000
6_report: 2.04 / 12500 / 0.0174 / 147000
3_3_place_gp: 1.20 / 8893 / 0.00948 / 124000
4_1_cts: 2.18 / 12500 / 0.0178 / 147000
2_1_floorplan: 2.93 / 5903 / 0.00916 / 120000
3_5_place_dp: 1.28 / 8893 / 0.00948 / 124000
cell usage in the layout, fill, tap and decap left out, types with 7 or more instances in the layout:
cell | Yosys | layout
clkbuf_16 | 0 | 344
o211ai_1 | 7 | 7
edfxtp_1 | 3072 | 3072
buf_8 | 6 | 9
nor4_1 | 15 | 15
nand3_1 | 59 | 51
and2_1 | 18 | 16
nor2b_1 | 16 | 12
bufinv_16 | 0 | 41
clkinvlp_2 | 0 | 82
buf_12 | 2 | 25
buf_4 | 38 | 167
o21ai_0 | 64 | 64
a221oi_1 | 48 | 48
a22o_1 | 21 | 21
a32oi_1 | 10 | 10
nand2_1 | 149 | 142
mux2_2 | 40 | 40
a22oi_1 | 105 | 105
nor2_1 | 563 | 562
clkdlybuf4s50_1 | 0 | 11
inv_1 | 3 | 3165
a31oi_1 | 33 | 33
nand3_4 | 0 | 8
a21oi_1 | 69 | 69
mux2i_1 | 318 | 318
nand4_1 | 24 | 24
a211oi_1 | 18 | 18
mux4_2 | 650 | 650
nor3_1 | 30 | 29
o22ai_1 | 63 | 63
routing by layer:
metal  vias to the layer above  global-route usage [%]  share of wire, %
met5                         -                   0.646             0.063
met4                         8                    14.8               4.0
met3                       619                    22.7                15
met2                      3565                    40.6                48
met1                     33700                    38.0                33
li1                      30900                       -                 -
worst min-delay path, stage by stage (launching register included):
cell	delay (ns)
edfxtp_1	0.30
mux4_2	0.22
nand3b_1	0.08
o2111a_1	0.16
nand4_1	0.08
cell type report:
| class | instances | area share (%) |
|---|---|---|
| sequential | 3078 | 63.0 |
| clock inverter | 3309 | 9.36 |
| inverter | 2 | 0.0102 |
| multi-input combinational | 2432 | 17.7 |
| antenna | 4 | 0.00682 |
| timing repair buffer | 213 | 1.37 |
| clock buffer | 344 | 5.87 |
| tap | 3167 | 2.70 |
where the power goes:
group / switching [W] / internal, W / total, W
Clock: 0.00422 / 0.00481 / 0.00903
Sequential: 0.00000801 / 0.00775 / 0.00775
Combinational: 0.000440 / 0.000220 / 0.000660
Power and IR drop assume default switching activity.
